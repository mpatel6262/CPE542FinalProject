==> flow/config.mk <==
export PLATFORM = sky130hd
export DESIGN_NAME = ProcessingElement
export DESIGN_NICKNAME = ProcessingElement
export VERILOG_FILES = /design/flow/design.v
export SDC_FILE = /design/flow/constraint.sdc
export NUM_CORES = 4
export LEC_CHECK = 1
export CORE_UTILIZATION = 40
export SYNTH_HDL_FRONTEND = slang
==> flow/constraint.sdc <==
current_design ProcessingElement

set clk_period 5.5
set clk_io_pct 0.2

create_clock -name clk0 -period $clk_period [get_ports {clk}]

set non_clock_inputs [all_inputs -no_clocks]
set_input_delay [expr $clk_period * $clk_io_pct] -clock clk0 $non_clock_inputs
set_output_delay [expr $clk_period * $clk_io_pct] -clock clk0 [all_outputs]
==> flow/design.v <==
module Adder(
    input [31:0] srcA,
    input [31:0] srcB,
    output logic [31:0] result
    );
    assign result = srcA+srcB;
endmodule
`timescale 1ns / 1ps
module Fifo#(parameter FIFO_DEPTH=16)(
    input clk,
    input reset,
    input write,
    input read,
    input[31:0] data_in,
    output logic[31:0] data_out,
    output full,
    output empty
    );
    logic [$clog2(FIFO_DEPTH)-1:0] w_ptr = 0;
    logic [$clog2(FIFO_DEPTH)-1:0] r_ptr = 0;
    logic [31:0] fifo[FIFO_DEPTH];
    always@(posedge clk) begin
        if(reset) begin
            w_ptr <= 0; 
            r_ptr <= 0;
            data_out <= 0;
        end
        if(write & !full) begin
            fifo[w_ptr] <= data_in;
            w_ptr <= w_ptr + 1;
        end
        if(read & !empty) begin
            data_out <= fifo[r_ptr];
            r_ptr <= r_ptr + 1;
        end
    end
    assign full = ((w_ptr+1'b1) == r_ptr);
    assign empty = (w_ptr == r_ptr);
endmodule
`timescale 1ns / 1ps
module Multiplier(
    input [31:0] srcA,
    input [31:0] srcB,
    output [31:0] result
    );
    assign result = srcA * srcB;
endmodule
`timescale 1ns / 1ps
module ProcessingElement#(parameter PE_FIFO_DEPTH=16)(
    input clk,
    input PE_reset,
    input active,
    input read_in,
    input [$clog2(PE_FIFO_DEPTH)-1-1:0] length,
    input [31:0] left_in,
    input [31:0] right_in,
    output logic [31:0] comp_count
    );
    logic do_step;
    logic input_read, input_empty;
    logic[PE_FIFO_DEPTH-1:0] counter = 0;
    logic [31:0] add_out = 0, left_out = 0;
    logic [31:0] right_out = 0;
    logic [31:0] output_out = 0;
    logic [31:0] mult_out = 0;
    logic [31:0] reg_out = 0; 
    logic hold, read_left, read_right, write_out;
    logic left_full, left_empty, right_full, right_empty, out_full, out_empty, reset, input_buffer_reset;
    Multiplier mult(left_out, right_out, mult_out);
    Adder add(mult_out, reg_out, add_out);
    Register PE_reg(clk, add_out, reset, hold, reg_out);
    Fifo #(PE_FIFO_DEPTH) left_input_buffer(
        clk, 
        input_buffer_reset, 
        input_read,
        read_left, 
        left_in, 
        left_out, 
        left_full, 
        left_empty
    );
    Fifo #(PE_FIFO_DEPTH) right_input_buffer(
        clk, 
        input_buffer_reset, 
        input_read,
        read_right,  
        right_in, 
        right_out, 
        right_full, 
        right_empty
    );
    Fifo #(PE_FIFO_DEPTH) output_buffer(
        clk, 
        0, 
        write_out, 
        1,  
        add_out, 
        output_out, 
        out_full, 
        out_empty
    );
    assign do_step = active & !input_empty & (!out_full);
    always @(posedge clk) begin
        input_read <= read_in;
        input_empty <= left_empty | right_empty;
        input_buffer_reset <= 0;
        hold <= 0;
        if(PE_reset) begin
            comp_count <= 0;
            input_buffer_reset <= 1;
        end
        else if(do_step) begin
            read_left  <= 1;
            read_right <= 1;
            counter <= counter + 1;
            if(counter == length) begin
                write_out <= 1;
                reset <= 1;
                comp_count <= comp_count+1;
                counter <= 1;
            end
            else begin
                write_out <= 0;
                reset <= 0;
            end
        end
        else begin
            read_left  <= 0;
            read_right <= 0;
            counter <= counter;
            write_out <= 0;
            reset <= 0;
            hold <= 1;
        end
    end
endmodule
`timescale 1ns / 1ps
module Register(
    input clk,
    input [31:0] in,
    input clear,
    input hold,
    output logic [31:0] out = 0
    );
    always_ff @(posedge clk) begin
        if(clear) out <= 0;
        else if(hold) out <= out;
        else out <= in;
    end
endmodule
==> flow/run.sh <==
#!/bin/bash
# OpenROAD 26Q1-2900-gdf79404cd8, Yosys 0.63+post, stock flow scripts
make -C /OpenROAD-flow-scripts/flow DESIGN_CONFIG=/design/flow/config.mk WORK_HOME=/design/flow/orfs finish
==> qor.yml <==
grt:
  use_met3_pct: 4.11
  grt_start_max_net_pins: 34
  track_usage_pct: 15.6
  antenna_found_initial: 0
  grt_pass1_vias: 2605
  grt.overflow.total: 0
  grt_pass1_wl_um: 11900
  grt_busiest_layer: "met2"
  grt_use_met1_pct: 23.9
  grtUsageMet2_pct: 24.4
critical_path:
  rr_startpoint: "output_buffer.w_ptr[0]"
  crit_required_ps: 5780
  end_kind: "flip-flop"
  rr_endpoint: "counter[11]"
  cp-start-kind: "primary input"
  critPathKind: "in -> reg"
  cp_max_fo: 7
  r2r_cells: 7
  crit_arrival_ps: 3600
  r2r_slack_ps: 2820
clock_tree:
  postCtsHoldBufs: 0
  post-cts-setup-buffer-count: 0
  cts_resized: 0
  cts_root_buf: "clkbuf_8"
  clkLatencyLatePin_ps: 340
  cts_inserted_buffers: 9
  h-tree-depth: 3
  cts.sinks: 77
  clkSlewWorstSetupHoldPaths_ps: 90
  cts_tree: "built"
  clockBufferDepth: 2
pwr:
  p_leak_nw: 1.52
  p_per_area_nw_per_um2: 377
  ir_worst_vdd_mv: 0.172
  total_power_w: 0.00168
synthesis:
  yosys.stat.seqShare_pct: 52.4
  mux_share_pct: 0.267
  synth_flops: 77
  synth.avg_cell_area_um2: 10.3
  ys_cells: 364
  synthSimpleGateAreaFrac_pct: 22.7
  ys_warn_count: 0
  synthCells: 364
  adder_share_pct: 2.67
  ys_sh_xor_pct: 15.7
  yosysChipArea_um2: 3750
  logic_family: "simple AND/OR/NAND/NOR gates"
  synth_cell_types: 34
  synthesis.area_um2: 3750
  ys_sh_aoi_pct: 4.14
sta:
  hold_violations: 0
  setup_viol_count_final: 0
  fmax_mhz: 301
  layout_worst_path_cycle_share_pct: 60.4
  slew_headroom_pct: 46.0
  worst_pin_slew_ps: 799
  rsz0062_at_grt: "no"
  fin_setup_tns_ps: 0
  clock_skew_ps: 17.1
  slew_viol_final: 0
  fin_crit_ps: 3320
run:
  warnings: 89
  max-cap-violations: 0
die:
  dieArea_um2: 9760
  fp_util_pct: 42.1
  coreArea_um2: 8890
  die_x_um: 98.8
  ios: 103
  dieHeight_um: 98.8
  num_rows: 34
run_status:
  outcome: "finished, final reports clean"
cells_and_area:
  drive_gt1_share_pct: 5.56
  synthToLayoutAreaGrowth_pct: 18.6
detailed_routing:
  ant_nets: 0
  antennaDiodeCount: 0
  vias: 2727
  wl_per_cell_um: 13.2
  via_per_inst: 5.22
  wirelength_um: 6890
  firstDrtPassIters: 5
  drc: 0
  drtIter0Drc: 82
min_path:
  holdPathEnd: "comp_count[31]"
  holdPathStages: 2
  hp-start: "comp_count[31]"
  min_path_type: "reg -> reg"
place:
  placement.io_buffers: 38
  gp_congestion: 0.801
  hpwl_um: 4880
Yosys cell counts:
library cell	count	share of area, %
nor2b_1	2	0.33
or3_1	14	2.3
o31ai_1	1	0.20
or2_2	1	0.17
o21a_1	2	0.40
a21oi_1	12	1.6
ha_1	8	2.7
nand2_1	23	2.3
o41ai_1	2	0.47
mux2i_1	1	0.27
nand3_2	1	0.27
nand3_1	26	3.5
or4_1	2	0.40
xor2_1	27	6.3
and4_1	1	0.23
and3_1	10	1.7
buf_6	1	0.30
buf_4	1	0.20
dfxtp_1	35	19
o21ai_0	11	1.5
edfxtp_1	42	34
nor3_1	8	1.1
nand4_1	18	3.0
clkbuf_1	3	0.30
nand2b_1	4	0.67
inv_1	10	1.0
nor3_2	1	0.27
nand4b_1	1	0.23
nor4_1	8	1.3
xnor2_1	40	9.3
and2_1	3	0.50
nor2_1	41	4.1
buf_2	3	0.40
nor4_2	1	0.33
flip-flops by register name, indices dropped and copies added, names as in the netlist:
| name | cells |
|---|---|
| output_buffer.r_ptr | 4 |
| write_out | 1 |
| input_read | 1 |
| input_empty | 1 |
| right_input_buffer.w_ptr | 4 |
| output_buffer.w_ptr | 4 |
| right_input_buffer.r_ptr | 4 |
| counter | 16 |
| left_input_buffer.r_ptr | 4 |
| read_right | 1 |
| comp_count | 32 |
| input_buffer_reset | 1 |
| left_input_buffer.w_ptr | 4 |
worst max-delay path by stage:
stage	endpoint	depth (start not counted)	from	slack, ps
after CTS	comp_count[30]	7	active	2170
after global routing	comp_count[30]	7	active	1980
final	comp_count[26]	7	active	2180
cells in the final DEF (no fill, tap or decap), types with 8 or more instances in the layout:
cell,n
xor2_1,27
nor4_1,8
a21oi_1,12
o21ai_0,11
clkdlybuf4s50_1,38
dfxtp_1,35
inv_1,10
xnor2_1,40
edfxtp_1,42
or3_1,14
nand4_1,18
nand3_1,26
nor2_1,41
nand2_1,23
clkbuf_8,10
nor3_1,8
ha_1,8
and3_1,10
logic make-up (layout without fill, tap and decap cells):
kind of cell    Yosys count  count (layout)
simple gates            165             165
flops                    77              77
xor+xnor                 67              67
compound gates           28              28
buf+inv                  18              68
fa+ha+maj                 8               8
mux                       1               1
report_power, final:
group	switching [W]	leakage [nW]	internal, W
sequential	0.000113	0.704	0.000758
combinational	0.000206	0.716	0.000190
clock	0.000204	0.102	0.000206
total	0.000523	1.52	0.00115
final cells by class:
class	instances	area (µm²)
clock inverter	4	28.8
timing repair buffer	42	410
fill	803	4450
sequential	77	1960
clock buffer	12	166
multi-input combinational	269	1700
tap	108	135
inverter	10	37.5
critical path, stage by stage:
cell and delay, ps:
clkdlybuf4s50_1 460, nor2b_1 570, nand4_1 310, nor2_1 320, nand4_1 290, or3_1 400, a21oi_1 140
through the flow:
stage / std cells / area, µm² / setup slack (ps) / util, % / hold slack (ps)
CTS: 522 / 4440 / 2170 / 50.0 / 493
finish: 522 / 4440 / 2180 / 50.0 / 488
detailed placement: 506 / 4250 / 1810 / 47.8 / 478
global placement: 506 / 4250 / 1810 / 47.8 / 471
floorplan: 364 / 3750 / 2950 / - / 439
global route: 522 / 4440 / 1980 / 50.0 / 524
layer usage:
| metal | vias to the layer above | share of wire, % |
|---|---|---|
| li1 | 1385 | - |
| met5 | - | 0 |
| met1 | 1271 | 49 |
| met4 | 0 | 0.74 |
| met2 | 65 | 45 |
| met3 | 6 | 5.5 |
No activity file was given, so power comes from the tool's default toggle rates.
